===== flow/config.mk =====
export PLATFORM = sky130hd
export DESIGN_NAME = problem4
export DESIGN_NICKNAME = problem4
export VERILOG_FILES = /design/flow/design.v
export SDC_FILE = /design/flow/constraint.sdc
export NUM_CORES = 4
export LEC_CHECK = 1
export CORE_AREA = 10 10 70 70
export DIE_AREA = 0 0 80 80

===== flow/design.v =====
module problem4(i_rst, i_clk, o_p);
    input i_clk;
    input i_rst;
    output reg [15:0] o_p;
    parameter HEX_ONE = 16'h0001;
    parameter HEX_ZERO = 16'h0000;
    always @(posedge i_clk) begin
        o_p <= i_rst ? HEX_ZERO : o_p + HEX_ONE;
    end
endmodule

===== flow/run.sh =====
#!/bin/bash
# OpenROAD 26Q1-2900-gdf79404cd8, Yosys 0.63+post, stock flow scripts
make -C /OpenROAD-flow-scripts/flow DESIGN_CONFIG=/design/flow/config.mk WORK_HOME=/design/flow/orfs finish

===== flow/constraint.sdc =====
current_design problem4

set clk_period 3.8
set clk_io_pct 0.2

create_clock -name clk0 -period $clk_period [get_ports {i_clk}]

set non_clock_inputs [all_inputs -no_clocks]
set_input_delay [expr $clk_period * $clk_io_pct] -clock clk0 $non_clock_inputs
set_output_delay [expr $clk_period * $clk_io_pct] -clock clk0 [all_outputs]

==> notes.org <==
#+TITLE: Flow metrics

** Route
- Post-route DRC violation count :: 0
- The first routing iteration left 25 violations.
- The repair_antennas step left the layout with diodes totalling 0.
- Nets still carrying antenna violations after routing amount to 0.
- Via-to-Cell Ratio :: 4.52
- Per the detail_route report, the via count comes to 656.
- Routed wire length per instance :: 11.2 µm
- The first TritonRoute pass finished after 4 iterations.
- The wire length recorded after detailed routing is 1620 µm.

** Clock tree
- TritonCTS reports the number of clock sinks as 16.
- Per the CTS log, the buffer count on the longest clock path is 2.
- Buffers inserted during post-CTS setup optimization :: 0
- Post-CTS sizing :: 0
- Hold bufs inserted after CTS :: 0
- CTS Root Cell :: clkbuf_4
- TritonCTS clock tree :: built
- Clock edge transition at the registers on the reported setup and hold paths :: 0.10 ns
- Looking at the clock tree report, the H-tree level count equals 1.
- CTS buffer count :: 3
- The clock reaches the later pin of the worst-skew pair after 0.28 ns.

** Timing
- Count of pins over their slew limit :: 0
- Per the slew report, the remaining headroom to the max-slew limit stands at 0.531.
- Final setup violation count :: 0
- Post-layout period usage of the worst path :: 0.541
- RSZ-0062 raised after global routing :: false
- Layout Skew :: 0.00528 ns
- Setup slack closes at 1.75 ns.
- For reference, the final report shows the hold violation count at 0.
- Per the timing report, the achievable frequency comes out to 0.487 GHz.
- Final min period :: 2.05 ns
- In the final timing run, aggregate negative setup slack is 0 ns.
- Actual transition at the worst max-transition pin :: 0.701 ns

** Die
- Vert. Die Dim :: 80 µm
- Core Density at Floorplan :: 0.224
- Core Region :: 3420 µm²
- In this run the horizontal extent of the chip is 80 µm.
- Overall chip area :: 6400 µm²
- Boundary Pins :: 18
- Cell Rows :: 21

** Cells and area
- The registers reported with the highest flop counts are o_p x16.
- Layout cells sized above 1 :: 0.0909
- The register with the most flip-flops in the layout has 16 of them.
- Counting flops per register, the top entry is o_p.
- The area growth from synthesis to layout is 32.1%.
- Fraction of the core area covered by cells at the end of the flow :: 0.296

** Global routing
- Largest net degree at the start of global routing :: 21
- On met1, the global router reports a usage of 0.0649.
- Via count of the first global-routing pass :: 591
- met2 track demand over resource after global routing is 0.0770.
- Global route hottest layer :: met2
- Wire length of the first global-routing pass :: 2650 µm
- The number of antenna violations at the first check in global routing was 0.
- In the global route stage, overall resource usage came out at 0.0491.
- Met3 Resource Use GR :: 0.0159
- Overflow after GRT :: 0

** Power and ir drop
- Clock power frac :: 0.372
- The share of total power dissipated in combinational logic is 0.048.
- Net load switching power :: 0.0640 mW
- Power density relative to cell area :: 298 nW/µm²
- Fraction of power spent switching nets :: 0.213
- Largest voltage drop on the vdd net :: 0.221 mV
- The final power report lists total power as 0.301 mW.
- Cell-internal power :: 0.237 mW
- LEAKAGE :: 0.360 nW
- Sequential Power Share :: 0.580

** Run
- Number of max-cap violations :: 0
- OpenROAD emitted warnings numbering 25.

** Worst setup path
- Number of cells on the worst reg-to-reg path :: 4
- All stages included, the depth of the critical timing path comes to 1.
- Crit path largest cell delay :: 0.52 ns
- Critical path type :: flip-flop to output port
- Category of the worst setup path launch point :: flip-flop
- Worst Setup End Kind :: output port
- Cell family contributing the most delay on the critical path :: buffers and inverters
- The timing report shows that the slowest cell on the worst path is clkdlybuf4s50_1.
- The cell sequence reported for the critical path is clkdlybuf4s50_1.
- The number of buffers and inverters on the critical path is 1.
- Data arrival at the endpoint of the critical path :: 1.29 ns
- Startpoint of the most critical setup path :: o_p[2]$_SDFF_PP0_
- In this run the critical register-to-register path is launched from o_p[0]$_SDFF_PP0_.
- At the worst endpoint, the required time is 3.04 ns.
- Worst-path maximum fanout :: 6

** Logic synthesis
- Main flop type after synthesis :: dfxtp_1
- Cell count after synthesis :: 81
- Flip-flops with a built-in enable :: 0
- Yosys cell types :: 23
- Number of cells in the yosys synthesis report :: 81
- For this run, asynchronously set or reset flops after synthesis account for 0.
- The synthesized netlist occupies a cell area of 764 µm².
- The warning tally printed by Yosys for this design is 1.
- The share of the Yosys chip area taken by registers is 0.419.
- According to the Yosys statistics, the synthesized design has a chip area of 764 µm².
- Seq cells post-synth :: 16
- After synthesis, the mean cell area works out to 9.44 µm².

** Min path
- Worst hold-check path type :: flip-flop to flip-flop
- Looking at hold timing, the worst path starts from o_p[0]$_SDFF_PP0_.
- Number of cells on the worst hold path :: 1

** Placement
- Placer Congestion :: 0.747
- STA on the placed design reports a worst setup slack of 1.60 ns.
- Quantity of I/O buffers inserted on ports :: 17
- Post-detail-place hpwl :: 1220 µm

** Outcome
- Run status :: finished, final reports clean
==> cell usage in the layout, fill, tap and decap left out <==
| cell type | Yosys | layout |
|---|---|---|
| a21oi_1 | 7 | 7 |
| clkbuf_4 | 0 | 3 |
| clkbuf_8 | 0 | 1 |
| clkdlybuf4s50_1 | 0 | 17 |
| dfxtp_1 | 16 | 16 |
| ha_1 | 1 | 1 |
| inv_1 | 3 | 3 |
| mux2_1 | 3 | 3 |
| mux2_2 | 1 | 1 |
| nand2_1 | 4 | 4 |
| nand3_1 | 6 | 6 |
| nand4_1 | 1 | 1 |
| nand4_2 | 1 | 1 |
| nand4_4 | 1 | 1 |
| nor2_1 | 8 | 8 |
| nor2b_1 | 5 | 5 |
| nor4_1 | 2 | 2 |
| nor4_4 | 2 | 2 |
| o21ai_0 | 3 | 3 |
| o31ai_1 | 4 | 4 |
| or3_1 | 3 | 3 |
| or4_1 | 4 | 4 |
| xnor2_1 | 1 | 1 |
| xor2_1 | 2 | 2 |
==> power by group through the flow <==
| stage | Sequential, mW | Clock [mW] | Combinational, mW |
|---|---|---|---|
| after CTS | 0.174 | 0.116 | 0.0147 |
| after global routing | 0.175 | 0.121 | 0.0164 |
| final | 0.175 | 0.112 | 0.0145 |
==> Yosys cell counts (2+ instances only) <==
| master | n | share of area |
|---|---|---|
| o21ai_0 | 3 | 0.020 |
| or4_1 | 4 | 0.039 |
| xor2_1 | 2 | 0.023 |
| or3_1 | 3 | 0.025 |
| a21oi_1 | 7 | 0.046 |
| nand2_1 | 4 | 0.020 |
| clkbuf_1 | 2 | 0.0098 |
| nor4_1 | 2 | 0.016 |
| nor2_1 | 8 | 0.039 |
| mux2_1 | 3 | 0.044 |
| dfxtp_1 | 16 | 0.42 |
| o31ai_1 | 4 | 0.039 |
| nand3_1 | 6 | 0.039 |
| nor2b_1 | 5 | 0.041 |
| inv_1 | 3 | 0.015 |
| nor4_4 | 2 | 0.056 |
==> routing by layer <==
metal,wire length (µm),part of all wire,vias up
met1,772,0.48,310
li1,-,-,334
met4,21,0.013,0
met2,751,0.46,10
met3,76,0.047,2
met5,0,0,-
==> per-stage QoR <==
stage          hold WS, ns  instances  cell area (µm²)
2_1_floorplan        0.441         81              764
3_3_place_gp         0.480        141              973
3_5_place_dp         0.489        141              973
4_1_cts              0.511        145             1010
5_1_grt              0.544        145             1010
6_report             0.508        145             1010
==> layout make-up <==
type	count	area, µm²
repair buffers	17	170
flip-flops and latches	16	320
fillers	368	2410
well taps	46	57.6
multi-input cells	59	414
clock buffers	4	36.3
inverters	3	11.3
==> worst paths after layout <==
| kind | endpoint | slack (ns) |
|---|---|---|
| max reg2reg | o_p[14]$_SDFF_PP0_ | 2.12 |
| min | o_p[0]$_SDFF_PP0_ | 0.51 |
| max | o_p[2] | 1.75 |
| min reg2reg | o_p[0]$_SDFF_PP0_ | 0.51 |
==> kinds of logic (layout without fill, tap and decap cells) <==
family          Yosys count  count (layout)  share of synthesized area
flops                    16              16                      0.419
fa+ha+maj                 1               1                     0.0164
buf+inv                   6              24                     0.0393
xor+xnor                  3               3                     0.0344
compound gates           14              14                      0.105
simple gates             37              37                      0.327
mux                       4               4                     0.0589
Power figures rest on the tool's default switching activity, not on a simulated workload.

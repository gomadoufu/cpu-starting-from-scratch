<file path="design/flow/run.sh">
#!/bin/bash
# OpenROAD 26Q1-2900-gdf79404cd8, Yosys 0.63+post, stock flow scripts
make -C /OpenROAD-flow-scripts/flow DESIGN_CONFIG=/design/flow/config.mk WORK_HOME=/design/flow/orfs finish
</file>
<file path="design/flow/config.mk">
export PLATFORM = sky130hd
export DESIGN_NAME = problem3
export DESIGN_NICKNAME = problem3
export VERILOG_FILES = /design/flow/design.v
export SDC_FILE = /design/flow/constraint.sdc
export NUM_CORES = 4
export LEC_CHECK = 1
export CORE_AREA = 10 10 70 70
export DIE_AREA = 0 0 80 80
</file>
<file path="design/flow/constraint.sdc">
current_design problem3

set clk_period 1.0
set clk_io_pct 0.2

create_clock -name clk0 -period $clk_period

set non_clock_inputs [all_inputs -no_clocks]
set_input_delay [expr $clk_period * $clk_io_pct] -clock clk0 $non_clock_inputs
set_output_delay [expr $clk_period * $clk_io_pct] -clock clk0 [all_outputs]
</file>
<file path="design/flow/design.v">
module problem3(i_p0, i_p1, o_p);
    input [15:0] i_p0;
    input [15:0] i_p1;
    output [15:0] o_p;
    wire [15:0] w_p;
    assign w_p = ~i_p0;
    assign o_p = w_p & i_p1;
endmodule
</file>
==> results.txt <==
Vias in the first global route: 311
Largest fanout on the critical path: 1
Most numerous logic cell after layout: sky130_fd_sc_hd__dlygate4sd2_1
Final Wtd Congestion: 0.697
Number of rows created at floorplan: 21
Sequential Area: 0 um2
Final Routed Wirelength: 1190 um
Post-CTS Repair Setup Buffers: 0
Initial DRC Count: 1
Synth cell types: 1
Hold buffer count at cts: 0
Post-layout period usage: 95.1%
Net switching fraction of the power: 25.5%
Number of sequential storage elements: 0
Port-buffer cells: 48
Power per unit of standard cell area: 281 mW/mm2
Area of the core: 0.00342 mm2
OpenROAD warning count: 32
Initial antenna violation count: 0
Final worst slack: 0.0489 ns
Max-cap violation count: 0
Fmax: 1050 MHz
DR pass1 iterations: 2
Layout cells sized above 1: 48.4%
Yosys warning tally: 0
Signal arrival time at the worst endpoint: 0.75 ns
Relative contribution of the clock network to total power: 0%
Most numerous logic cells after layout: 32 x sky130_fd_sc_hd__dlygate4sd2_1, 16 x sky130_fd_sc_hd__nor2b_4, 15 x sky130_fd_sc_hd__buf_2, 1 x sky130_fd_sc_hd__clkdlybuf4s15_1
DRC violation count after routing: 0
Power spent charging and discharging nets: 46.1 uW
Detailed-route via count: 291
Number of setup violations in the final report: 0
Average detailed-routed wire length per instance: 10.8 um
Final core utilization: 18.8%
Total count of hold-check failures in the final report: 0
Element type at the critical path end: output port
Run status: complete, no violations
Data required time at the worst endpoint: 0.80 ns
Worst-Margin Slew: 0.114 ns
Global-route wire length before repair: 1640 um
Sequential area share after synthesis: 0%
Internal power: 135 uW
Number of vias per cell after detailed routing: 2.65
Power after layout: 181 uW
Area enclosed by the die boundary: 0.00640 mm2
Synthesis area per yosys: 220 um2
Y dimension of the die: 80 um
Pin count of the biggest net entering global routing: 2
Comb power frac: 100.0%
Floorplan core density: 6.45%
Global-route total usage across every layer: 3.19%
Total antenna diodes in the routed design: 0
Final worst path period need: 0.951 ns
Total Neg Setup Slack: 0 ns
Tally of nets with antenna violations remaining after routing: 0
Setup Slack @ Placement: -0.474 ns
RSZ-0062 raised after global routing: no
Critical path start-end classification: in2out
CLK BUF: 0
Area growth from synthesis to layout: 192%
Crit path launch type: input pin
Class of the worst hold path: in2out
Post-synth design cell area: 220 um2
Worst-case headroom to the max-slew limit: 92.4%
Post-synthesis cell count from yosys: 16
Die width: 80 um
Final slew viol count: 0
Static Leak: 0.362 nW
FILL cells: 405
Gr ovfl total: 0
Per-instance average area after synthesis: 13.8 um2
Num ports: 48
Power share of the sequential group: 0%
Maximum VDD drop: 0.0613 mV
Cell count after synthesis: 16
-- metal layers --
layer,part of all wire (%),global-route usage [%]
met5,0,0
met4,0,0
met3,14,1.59
met2,43,4.98
met1,43,4.09
-- Yosys cell counts --
cell type	count	area share [%]
sky130_fd_sc_hd__nor2b_4	16	100
-- cell families after synthesis --
| family | synth area share (%) |
|---|---|
| and+or+nand+nor | 100 |
-- timing repair --
action	4_1_cts	5_1_grt
setup endpoints to repair	16	1
hold endpoints to repair	0	0
resized	78	1
-- layout make-up --
class | count | area (um2) | share of cell area [%]
repair buffers | 48 | 365 | 56.8
multi-input cells | 16 | 220 | 34.2
well taps | 46 | 57.6 | 8.95
-- worst max-delay path: stages --
cell                            delay [ns]
sky130_fd_sc_hd__dlygate4sd2_1        0.25
sky130_fd_sc_hd__nor2b_4              0.09
sky130_fd_sc_hd__dlygate4sd2_1        0.20
-- worst paths after layout --
kind	slack, ns	cells past startpoint	startpoint	endpoint
max	0.05	3	i_p0[15]	o_p[15]
min	0.77	3	i_p0[0]	o_p[0]
-- power by group through the flow --
stage	logic, mW	clock network, mW	registers [mW]
after CTS	0.185	0	0
after global routing	0.197	0	0
final	0.181	0	0
-- per-stage QoR --
step / cell area [um2] / cells / hold slack, ns
after global placement: 758 / 110 / 1.31
after floorplan: 220 / 16 / 0.412
after global routing: 643 / 110 / 0.785
after detailed placement: 758 / 110 / 1.32
after CTS: 642 / 110 / 0.779
final: 643 / 110 / 0.774
Power figures rest on the tool's default switching activity, not on a simulated workload.

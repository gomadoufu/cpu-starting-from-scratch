### flow/design.v
module Z16ALU(i_data_a, i_data_b, i_ctrl, o_data);
    input wire [15:0] i_data_a;  
    input wire [15:0] i_data_b;  
    input wire [3:0] i_ctrl;  
    output wire [15:0] o_data;  
    assign o_data = alu(i_data_a, i_data_b, i_ctrl);
    function [15:0] alu;
        input [15:0]    i_data_a;
        input [15:0]    i_data_b;
        input [3:0]     i_ctrl;
        begin
            case(i_ctrl)
                4'h0 : alu  = i_data_b + i_data_a;
                4'h1 : alu  = i_data_b - i_data_a;
                4'h2 : alu  = i_data_b * i_data_a;
                4'h3 : alu  = i_data_b / i_data_a;
                4'h4 : alu  = i_data_b | i_data_a;
                4'h5 : alu  = i_data_b & i_data_a;
                4'h6 : alu  = i_data_b ^ i_data_a;
                4'h7 : alu  = i_data_a << i_data_a;
                4'h8 : alu  = i_data_a >> i_data_a;
                default: alu = i_data_b + i_data_a;
            endcase
        end
    endfunction
endmodule
module Z16CPU(
        input  wire   i_clk,
        input  wire   i_rst,
        input  wire   i_button,
        output reg [5:0] o_led
    );
    reg [15:0] r_pc;
    wire [15:0] w_instr;
    wire [3:0] w_rd_addr;
    wire [3:0] w_rs1_addr;  
    wire [3:0] w_rs2_addr;
    wire [15:0] w_imm;
    wire w_rd_wen;
    wire w_mem_wen;
    wire [3:0] w_alu_ctrl;
    wire [3:0] w_opcode;
    wire [15:0] w_rs1_data;  
    wire [15:0] w_rs2_data;  
    wire [15:0] w_rd_data;
    wire [15:0] w_data_b;
    wire [15:0] w_alu_data;  
    wire [15:0] w_mem_rdata;  
    always @(posedge i_clk) begin
        if(i_rst) begin
            r_pc  <= 16'h0000;
        end else if(w_opcode == 4'hC) begin  
            r_pc  <= w_alu_data;
        end else if(w_opcode == 4'hD) begin  
            r_pc  <= r_pc + w_alu_data;
        end else if((w_opcode == 4'hE) && (w_rs2_data == w_rs1_data)) begin
            r_pc  <= r_pc + w_imm;
        end else if((w_opcode == 4'hF) && (w_rs2_data > w_rs1_data)) begin
            r_pc  <= r_pc + w_imm;
        end else begin
            r_pc  <= r_pc + 16'h0002;
        end
    end
    Z16InstrMemory InstrMem(
                       .i_addr     (r_pc),
                       .o_instr    (w_instr)
                   );
    Z16Decoder Decoder(
                   .i_instr    (w_instr    ),
                   .o_opcode   (w_opcode),
                   .o_rd_addr  (w_rd_addr  ),
                   .o_rs1_addr (w_rs1_addr ),
                   .o_rs2_addr (w_rs2_addr),
                   .o_imm      (w_imm      ),
                   .o_rd_wen   (w_rd_wen   ),
                   .o_mem_wen  (w_mem_wen  ),
                   .o_alu_ctrl (w_alu_ctrl )
               );
    assign w_rd_data = select_rd_data(w_opcode, i_button, w_mem_rdata, r_pc, w_alu_data);
    function [15:0] select_rd_data;
        input   [3:0]   i_opcode;
        input           i_button;
        input   [15:0]  i_mem_rdata;
        input   [15:0]  i_pc;
        input   [15:0]  i_alu_data;
        begin
            case(i_opcode)
                4'hA  : begin
                    if(w_alu_data == 16'h007C) begin  
                        select_rd_data = {15'b000_0000_0000_0000, i_button};
                    end else begin
                        select_rd_data = i_mem_rdata;
                    end
                end
                4'hC  : select_rd_data    = i_pc + 16'h0002;
                4'hD  : select_rd_data    = i_pc + 16'h0002;
                default : select_rd_data  = i_alu_data;
            endcase
        end
    endfunction
    Z16RegisterFile RegFile(
                        .i_clk      (i_clk      ),
                        .i_rs1_addr (w_rs1_addr ),  
                        .o_rs1_data (w_rs1_data ),  
                        .i_rs2_addr (w_rs2_addr),
                        .o_rs2_data (w_rs2_data),
                        .i_rd_data  (w_rd_data),
                        .i_rd_addr  (w_rd_addr),
                        .i_rd_wen   (w_rd_wen)
                    );
    assign w_data_b = (w_opcode <= 8'h8) ? w_rs2_data : w_imm;
    Z16ALU ALU(
               .i_data_a   (w_rs1_data ),   
               .i_data_b   (w_data_b   ),   
               .i_ctrl     (w_alu_ctrl ),   
               .o_data     (w_alu_data )    
           );
    Z16DataMemory DataMem(
                      .i_clk  (i_clk),
                      .i_addr (w_alu_data),
                      .i_wen  (w_mem_wen),
                      .i_data (w_rs2_data),
                      .o_data (w_mem_rdata)  
                  );
    always @(posedge i_clk) begin
        if(i_rst) begin
            o_led <= 6'b000000;
        end else if(w_mem_wen && (w_alu_data == 16'h007A)) begin
            o_led <= w_rs2_data[5:0];
        end else begin
            o_led <= o_led;
        end
    end
endmodule
module Z16CPU_wrapper(
        input wire i_clk,
        input wire i_rst,
        input wire i_button,
        output wire [5:0] o_led
    );
    wire w_rst;
    wire w_button;
    wire [5:0] w_led;
    reg [31:0] r_counter = 32'h00000000;
    reg r_clk = 1'b0;
    always @(posedge i_clk) begin
        if(r_counter == 32'd1350000) begin
            r_counter <= 32'h00000000;
            r_clk <= ~r_clk;
        end else begin
            r_counter <= r_counter + 32'h00000001;
            r_clk <= r_clk;
        end
    end
    assign w_rst = ~i_rst;
    assign w_button = ~i_button;
    assign o_led = ~w_led;
    Z16CPU CPU(
               .i_clk    (r_clk   ),
               .i_rst    (w_rst   ),
               .i_button (w_button),
               .o_led    (w_led   )
           );
endmodule
module Z16DataMemory(i_clk, i_addr, i_wen, i_data, o_data);
    input wire i_clk;  
    input wire [15:0] i_addr;  
    input wire i_wen;  
    input wire [15:0] i_data;  
    output wire [15:0] o_data;  
    reg [15:0] mem[1023:0];
    assign o_data = mem[i_addr[10:1]];
    always @(posedge i_clk) begin
        if(i_wen) begin
            mem[i_addr[10:1]] <= i_data;
        end
    end
endmodule
module Z16Decoder(
        input wire [15:0] i_instr,  
        output wire [3:0] o_opcode,  
        output wire [3:0] o_rd_addr,  
        output wire [3:0] o_rs1_addr,  
        output wire [3:0] o_rs2_addr,  
        output wire [15:0] o_imm,  
        output wire o_rd_wen,  
        output wire o_mem_wen,  
        output wire [3:0] o_alu_ctrl  
    );
    assign o_opcode = i_instr[3:0];
    assign o_rd_addr = i_instr[7:4];
    assign o_rs1_addr = get_rs1_addr(i_instr);
    assign o_rs2_addr = get_rs2_addr(i_instr);
    assign o_imm = get_imm(i_instr);
    assign o_rd_wen = get_rd_wen(i_instr);
    assign o_mem_wen = get_mem_wen(i_instr);
    assign o_alu_ctrl = get_alu_ctrl(i_instr);
    function [3:0] get_rs1_addr;
        input [15:0] i_instr;
        begin
            case(i_instr[3:0])
                4'h9 : get_rs1_addr = i_instr[7:4];
                4'hE : get_rs1_addr = {2'b00, i_instr[5:4]};
                4'hF : get_rs1_addr = {2'b00, i_instr[5:4]};
                default : get_rs1_addr = i_instr[11:8];
            endcase
        end
    endfunction
    function [3:0] get_rs2_addr;
        input [15:0] i_instr;
        begin
            case(i_instr[3:0])
                4'hE : get_rs2_addr = {2'b00, i_instr[7:6]};
                4'hF : get_rs2_addr = {2'b00, i_instr[7:6]};
                default : get_rs2_addr = i_instr[15:12];
            endcase
        end
    endfunction
    function [15:0] get_imm;
        input [15:0] i_instr;
        begin
            case(i_instr[3:0])
                4'h9  : get_imm   = { {8{i_instr[15]}}, i_instr[15:8]};
                4'hA  : get_imm   = { {12{i_instr[15]}}, i_instr[15:12]};
                4'hB  : get_imm   = { {12{i_instr[7]}}, i_instr[7:4]};
                4'hC  : get_imm   = { {12{i_instr[15]}}, i_instr[15:12]};
                4'hD  : get_imm   = { {12{i_instr[15]}}, i_instr[15:12]};
                4'hE  : get_imm   = { {8{i_instr[15]}}, i_instr[15:8]};
                4'hF  : get_imm   = { {8{i_instr[15]}}, i_instr[15:8]};
                default : get_imm = 16'h0000;
            endcase
        end
    endfunction
    function get_rd_wen;
        input [15:0] i_instr;
        begin
            if(i_instr[3:0] <= 4'hA) begin
                get_rd_wen    = 1'b1;
            end else if((i_instr[3:0] == 4'hC) || (i_instr[3:0] == 4'hD)) begin
                get_rd_wen = 1'b1;
            end else begin
                get_rd_wen    = 1'b0;
            end
        end
    endfunction
    function get_mem_wen;
        input [15:0] i_instr;
        begin
            if(4'hB == i_instr[3:0]) begin
                get_mem_wen = 1'b1;
            end else begin
                get_mem_wen = 1'b0;
            end
        end
    endfunction
    function [3:0] get_alu_ctrl;
        input [15:0] i_instr;
        begin
            if(i_instr[3:0] <= 4'h8)begin
                get_alu_ctrl = i_instr[3:0];
            end else begin
                get_alu_ctrl = 4'h0;
            end
        end
    endfunction
endmodule
module Z16InstrMemory(i_addr, o_instr);
    input wire [15:0] i_addr;
    output wire [15:0] o_instr;
    wire [15:0] mem[15:0];
    assign o_instr = mem[i_addr[15:1]];
    assign mem[0] = 16'h0010;  
    assign mem[1] = 16'h0119;  
    assign mem[2] = 16'h0040;  
    assign mem[3] = 16'h7A49;  
    assign mem[4] = 16'h0050;  
    assign mem[5] = 16'h7C59;  
    assign mem[6] = 16'h0070;  
    assign mem[7] = 16'hF879;  
    assign mem[8] = 16'h0060;  
    assign mem[9] = 16'h0169;  
    assign mem[10] = 16'h640B;  
    assign mem[11] = 16'h052A;  
    assign mem[12] = 16'h046E;  
    assign mem[13] = 16'h070D;  
    assign mem[14] = 16'h00FD;  
endmodule
module Z16RegisterFile(i_clk, i_rs1_addr, o_rs1_data, i_rs2_addr, o_rs2_data, i_rd_addr, i_rd_wen, i_rd_data);
    input wire i_clk;  
    input wire [3:0] i_rs1_addr;  
    output wire [15:0] o_rs1_data;  
    input wire [3:0] i_rs2_addr;  
    output wire [15:0] o_rs2_data;  
    input wire [3:0] i_rd_addr;  
    input wire i_rd_wen;  
    input wire [15:0] i_rd_data;  
    reg [15:0] mem[15:0];
    assign o_rs1_data = (i_rs1_addr == 4'h0) ? 16'h0000 : mem[i_rs1_addr];
    assign o_rs2_data = (i_rs2_addr == 4'h0) ? 16'h0000 : mem[i_rs2_addr];
    always @(posedge i_clk) begin
        if (i_rd_wen) begin
            mem[i_rd_addr] <= i_rd_data;
        end else begin
            mem[i_rd_addr] <= mem[i_rd_addr];
        end
    end
endmodule
### flow/run.sh
#!/bin/bash
# OpenROAD 26Q1-2900-gdf79404cd8, Yosys 0.63+post, stock flow scripts
make -C /OpenROAD-flow-scripts/flow DESIGN_CONFIG=/design/flow/config.mk WORK_HOME=/design/flow/orfs finish
### flow/config.mk
export PLATFORM = sky130hd
export DESIGN_NAME = Z16CPU_wrapper
export DESIGN_NICKNAME = Z16CPU_wrapper
export VERILOG_FILES = /design/flow/design.v
export SDC_FILE = /design/flow/constraint.sdc
export NUM_CORES = 4
export LEC_CHECK = 1
export CORE_UTILIZATION = 50
export SYNTH_MEMORY_MAX_BITS = 65536
### flow/constraint.sdc
current_design Z16CPU_wrapper

set clk_period 411.7
set clk_io_pct 0.2

create_clock -name clk0 -period $clk_period [get_ports {i_clk}]

set non_clock_inputs [all_inputs -no_clocks]
set_input_delay [expr $clk_period * $clk_io_pct] -clock clk0 $non_clock_inputs
set_output_delay [expr $clk_period * $clk_io_pct] -clock clk0 [all_outputs]
==> summary.txt <==
Implementation status.

- The flow ran to the end, but the final reports show violations.
- The checks that failed: antenna violations.
- The top routing layer in use is met5.
- The clock root buffer is clkbuf_16.
- Yosys reports that the most numerous cell types are edfxtp_1 (16560), mux4_2 (4120), nor2_1 (1516), nand2_1 (1409), clkbuf_1 (1146).
- The starting utilization of the core area is 0.5012.
- The post-route report lists met1 wire length as 536500 µm.
- The startpoint-to-endpoint class of the critical path is reg2reg.
- TritonCTS built the clock tree.
- Power spread over the standard cell area amounts to between 0.01 and 0.015 nW/µm².
- The arrival time at the worst endpoint is around 2800 ps.
- For the finished layout, the period the worst path requires is between 2000 and 3000 ps.
- The die covers around 1300000 µm².
- STA classifies the critical path startpoint as a flip-flop.
- The tool warning count for the run is ~900.
- Summing over every cut layer, the via total after detailed routing is between 300k and 400k.
- The number of gates resized after CTS was 0.
- The fraction of synthesis flops using an asynchronous set or reset pin is 0.
- Per the synth log, the flip-flop and latch total comes to between 15000 and 20000.
- 9 I/O pins were placed.
- The measured slew at the worst slew-check pin is between 1000 and 1500 ps.
- For this run, the register share of the synthesized area comes to 0.7838.
- The timer found 16590 register pins that no clock reaches; their paths are not timed.
- The post-synthesis instance area is 636000 µm².
- The period utilization is 0.006410.
- Summed over all nets, wire length on met3 after detailed routing comes to 376300 µm.
- The number of core rows is between 400 and 500.
- In the final layout, the share of cells above drive strength 1 is 0.2276.
- The per-cell routed wire length is ~39 µm.
- The post-placement cell count is between 40000 and 50000.
- In the synthesized netlist the dominant register cell turns out to be edfxtp_1.
- The number of detailed-routing iterations run before antenna repair is 8.
- The final RePlAce weighted congestion is between 0.9 and 1.
- Counting pins that exceed their max-slew limit in the final report gives 0.
- Summed over all layers, the routed wires come to approximately 1900000 µm.
- The area fraction of the largest cell type after synthesis is 0.7821.
- The peak ir drop on the vdd network is 0.001583 mV.
- The main area contributors are edfxtp_1 (78%), mux4_2 (15%), o22ai_1 (1.1%).
- approximately 33000 endpoints have no timing constraint.
- The number of port buffers is 8.
- The type of destination of the critical path is a flip-flop.
- The skew report gives the latency at the later pin of the worst-skew pair as between 200 and 300 ps.
- The area of the core region is 1269000 µm².
- The worst max-slew margin expressed relative to the limit is 0.1912.
- The script extracted a total leakage power of between 150 and 200 nW.
- After synthesis, the chip area reported by Yosys is around 640000 µm².
- The number of hold buffers added after cts is 0.
- The first global-routing pass estimated 2585000 µm of wire.
- The via count of the first global-routing pass was between 300k and 400k.
- The min-delay analysis places its worst path in the category reg2reg.
- The number of buffers added by the clock tree synthesis step is 5.
- The mean instance size in the synthesized netlist is ~22 µm².
- The synth_stat.txt file lists the number of cells as a little under 30000.
- The worst clock skew on the final layout is around 5.9 ps.
- The number of antenna violations at the first check in global routing is roughly 190.
- The number of library cell types mapped by synthesis is a little under 100.
- The pin count of the biggest net entering global routing is about 240.
- The biggest fanout along the worst timing path is 6.
- The tally of nets with antenna violations remaining after routing is 1.
- The number of buffers between clock root and the deepest sink is 2.
- The synthesized design spends more area on one cell type than any other, namely edfxtp_1.
- The detailed route wirelength on metal2 is ~860000 µm.
- The final global-route overflow total is 0.
- Clock-pin slew was measured on the worst setup and hold paths at 60 ps.
- The fmax is approximately 380 MHz.
- The number of hold violations in the final report is 0.
- The horizontal die dimension reported for this design is around 1100 µm.
- The total global-route track usage is 0.3337.
- Yosys instantiated no cell more often than edfxtp_1.
- The detailed router finished its first iteration with between 20000 and 25000 violations.
- The count of max-cap constraint violations is 0.
- The level count of the clock H-tree is 2.
- The floorplan die height is 1130 µm.
- Yosys mapped a number of flops with a built-in enable equal to 16560.
- The count of warnings emitted by yosys is 23.
- The script parses the final routing iteration and logs DRC violations as 0.
- From synthesis to final layout, the design area changed by 5.568%.
- Setup violations remaining at the end of the flow were counted as 0.
- Buffers added to address setup during post-CTS repair amount to 0.
- Detailed placement ended at an HPWL of 1217000 µm.
- The routed via count divided by cell count is 6.440.
- The required time reported for the critical path endpoint is 411900 ps.
- The synthesized instance count is around 30000.
- Setup repair after global routing left no endpoint under its margin.
- The post-route setup TNS is 0 ps.
- The final cell count without fillers is 47390.
==> registers in the layout, indices dropped and copies added (netlist names) <==
register,count
CPU.DataMem.mem,16384
r_counter,32
CPU.o_led,6
CPU.RegFile.mem,179
r_clk,1
CPU.r_pc,16
==> logic make-up (layout without fill, tap and decap cells) <==
kind of cell	after synthesis	after routing	share of synthesized area
flops	16620	16620	0.7838
mux	4253	4253	0.1481
simple gates	3899	3899	0.02570
compound gates	2656	2656	0.02791
buf+inv	1920	2532	0.01183
xor+xnor	95	95	0.001320
fa+ha+maj	70	70	0.001413
other cells	1	420	0.000005896
==> through the flow <==
stage	hold slack, ps	total power, mW	util	cell area (µm²)	setup WS, ps
3_5_place_dp	456.2	0.003769	0.5282	670300	409020
4_1_cts	467.3	0.008278	0.5283	670500	408990
2_1_floorplan	431.8	0.003637	-	636200	220460
3_3_place_gp	476.4	0.003758	0.5282	670300	408800
5_1_grt	481.5	0.008505	0.5287	670900	408810
6_report	460.9	0.008137	0.5291	671400	409060
==> worst paths after layout <==
| kind | start | to | slack (ps) | cells after the start |
|---|---|---|---|---|
| worst max register to register | r_counter[0]$_SDFF_PN0_ | r_counter[30]$_SDFF_PN0_ | 409060 | 9 |
| worst min-delay path | r_counter[31]$_SDFF_PN0_ | r_counter[31]$_SDFF_PN0_ | 460 | 1 |
| worst min register to register | r_counter[31]$_SDFF_PN0_ | r_counter[31]$_SDFF_PN0_ | 460 | 1 |
| worst max-delay path | r_counter[0]$_SDFF_PN0_ | r_counter[30]$_SDFF_PN0_ | 409060 | 9 |
==> worst max-delay path: stages (launching register included) <==
cell and delay (ps):
dfxtp_1 410, ha_1 240, nand4_1 200, nor2_1 250
and4_1 340, inv_1 80, nor3_1 580, nand3_1 150
nor2_1 170, xnor2_1 150
==> layout by cell type, fill, tap and decap left out, types with 35 or more instances in the layout <==
master	synthesis	layout
o221ai_1	95	91
edfxtp_1	16560	16560
o21ai_0	333	316
mux4_2	4120	4120
nand2_4	0	35
and3_1	84	83
nand3_1	385	375
xnor2_1	65	63
mux2i_1	103	103
nand2_1	1409	1374
nor4_1	61	55
o211ai_1	67	67
conb_1	1	52
a32oi_1	40	40
nor2_2	1	51
a31oi_1	162	159
a211oi_1	117	110
ha_1	67	67
dfxtp_1	54	53
o2111ai_1	44	43
a21oi_1	232	227
o22ai_1	1115	1108
diode_2	0	368
nor3_1	283	268
nor2_1	1516	1456
a311oi_1	163	143
buf_4	5	2425
nand4_1	43	43
inv_1	50	46
==> area by class of cell <==
type | count | area, µm²
Fill cell | 95410 | 597700
Sequential cell | 16620 | 498500
Multi-Input combinational cell | 11030 | 131600
Tap cell | 16850 | 21080
Timing Repair Buffer | 2463 | 18890
Antenna cell | 368 | 920.9
Inverter | 61 | 275.3
Clock buffer | 6 | 138.9
Clock inverter | 2 | 37.54
==> per-layer routing <==
layer  vias to the layer above  track usage
li1                     124000            -
met4                       268       0.1154
met3                      2272       0.2893
met2                     20950       0.4549
met5                         -      0.04120
met1                    157700       0.4010
==> where the power goes <==
group | leakage [nW] | internal (mW) | switching [mW] | total [mW]
sequential | 143 | 0.00328 | 0 | 0.00343
clock | 0.0861 | 0.00302 | 0.00141 | 0.00443
combinational | 47.9 | 0.0000361 | 0.000197 | 0.000281
Power and IR drop assume default switching activity.
